$ cat config.mk
export PLATFORM = sky130hd
export DESIGN_NAME = crc4encoder
export DESIGN_NICKNAME = crc4encoder
export VERILOG_FILES = /design/flow/design.v
export SDC_FILE = /design/flow/constraint.sdc
export NUM_CORES = 4
export LEC_CHECK = 1
export CORE_AREA = 10 10 98 98
export DIE_AREA = 0 0 108 108
$ cat constraint.sdc
current_design crc4encoder

set clk_period 1.4
set clk_io_pct 0.2

create_clock -name clk0 -period $clk_period [get_ports {clk}]

set non_clock_inputs [all_inputs -no_clocks]
set_input_delay [expr $clk_period * $clk_io_pct] -clock clk0 $non_clock_inputs
set_output_delay [expr $clk_period * $clk_io_pct] -clock clk0 [all_outputs]
$ cat design.v
module crc4encoder (
  clk,
  resetn,
  ctrlen,
  datain,
  genPoly,
  crcSeq,
  crcready);
  parameter DATAWIDTH = 4'd10;
  parameter CRCWIDTH  = 4'd4;
  input clk;
  input resetn;
  input ctrlen;
  input [DATAWIDTH - 1:0] datain;
  input [CRCWIDTH :0] genPoly;
  output wire [CRCWIDTH - 1 : 0] crcSeq;
  output crcready;
  reg  calStatus;
  wire crcMaxcounter;
  reg  [3:0] crccounter;
  reg [CRCWIDTH - 1:0]           crcSeqreg;
  reg [(DATAWIDTH - 1) - CRCWIDTH: 0] dataLSBreg;
  reg [CRCWIDTH - 1 : 0] genPolyreg;
  always@(posedge clk) begin
    if(~resetn)
      calStatus <= 1'b0;
    else if(crcMaxcounter)
        calStatus <= 1'b0;
    else if (ctrlen)
      	calStatus <= 1'b1;
    else
      	calStatus <= calStatus;
  end
  assign crcready = ~calStatus;
  always@(posedge clk) begin
    if(~resetn)
      genPolyreg <= 0;
    else if(ctrlen)
      genPolyreg <= genPoly[CRCWIDTH -1 :0];
    else
      genPolyreg <= genPolyreg;
  end
  always@(posedge clk) begin
    if(~resetn)
      crccounter <= 4'b0;
    else if(crcMaxcounter)
      crccounter <= 4'b0;
    else if(calStatus)
      crccounter <= crccounter + 1'b1;
    else 
      crccounter <= crccounter;
  end
  assign crcMaxcounter = (crccounter == DATAWIDTH - 1) ? 1'b1 : 1'b0;
  always@(posedge clk) begin
    if(~resetn)
      dataLSBreg <= 0;
    else if(ctrlen)
      dataLSBreg <= datain[(DATAWIDTH - 1) - CRCWIDTH: 0];
    else if (calStatus)
      dataLSBreg <= #1 dataLSBreg << 1;
    else
      dataLSBreg <= dataLSBreg;
  end
  always@(posedge clk) begin
    if(~resetn)
      crcSeqreg <= 0;
   else if(ctrlen)
      crcSeqreg <= datain[DATAWIDTH -1 : DATAWIDTH- CRCWIDTH];
    else if(calStatus) begin
     if(crcSeqreg[CRCWIDTH -1]) begin
        crcSeqreg[CRCWIDTH -1 : 1] <= crcSeqreg[CRCWIDTH -2 : 0] ^ genPolyreg[CRCWIDTH -1 : 1];
		  crcSeqreg[0] <= dataLSBreg[(DATAWIDTH - 1) - CRCWIDTH] ^ genPolyreg[0];
		  end
      else
   	crcSeqreg[CRCWIDTH -1 : 0] <= {crcSeqreg[CRCWIDTH -2 : 0], dataLSBreg[(DATAWIDTH - 1) - CRCWIDTH]};
      end
    else
      crcSeqreg <= crcSeqreg;
  end
  assign crcSeq = crcSeqreg;  
endmodule
$ cat run.sh
#!/bin/bash
# OpenROAD 26Q1-2900-gdf79404cd8, Yosys 0.63+post, stock flow scripts
make -C /OpenROAD-flow-scripts/flow DESIGN_CONFIG=/design/flow/config.mk WORK_HOME=/design/flow/orfs finish
==> flow_metrics.py <==
# Generated from Yosys and OpenROAD reports
metrics = {
    "yosys": {
        "synthTopCellsByArea": "dfxtp_1 44%, mux2i_1 10%, nor2_1 5.2%",
        "yosys.cell_types.count": 26,
        "yosys_warnings": 1,
        "ys_ff": 19,
        "ys_chip_area_um2": 867,
        "synth_area_um2": 867,
        "ys_seq_share_pct": 43.9,
        "synth_top_area_share_pct": 43.9,
        "syn_inst": 96,
        "ys_cells": 96,
        "post_synth.cell_area_avg_um2": 9.03,
        "top_area_cell": "dfxtp_1",
    },
    "floorplanning": {
        "die_area_mm2": 0.0117,
        "die_h_um": 108,
        "ios": 23,
        "num_rows": 32,
        "core_area_mm2": 0.00765,
        "die_w_um": 108,
        "fp_util_pct": 11.3,
    },
    "drt": {
        "wl_um": 2240,
        "dr_total_vias": 729,
        "route.detailed.drc": 0,
        "drt_first_pass_iters": 3,
        "n_antenna_cell": 0,
        "ant_nets": 0,
        "viasPerCell": 3.20,
        "post_drt_wl_per_cell_um": 9.80,
        "drt_first_iter_violations": 70,
    },
    "cts": {
        "clock_path_buffers": 2,
        "cts_buffers": 3,
        "cts_tree": "done",
        "clk_pin_slew_ps": 70,
        "clk_latency_ps": 250,
        "root_buffer": "clkbuf_8",
        "cts_sinks": 19,
        "cts_htree_levels": 1,
    },
    "layout": {
        "fin_util_pct": 17.0,
        "syn2layout_area_growth_pct": 49.9,
        "nFillCells": 841,
        "drive_above_1_share_pct": 16.7,
        "layout_top_cell": "clkdlybuf4s50_1",
        "layout_top_cells": "19 x clkdlybuf4s50_1, 14 x dfxtp_1, 12 x nor2_1",
    },
    "power": {
        "ir_drop_mv": 0.269,
        "p_leak_nw": 0.499,
        "pwr_density_cell_mw_per_mm2": 913,
    },
    "timing": {
        "max_freq_mhz": 734,
        "rsz0062_at_grt": "false",
        "finalHoldViolCount": 0,
        "fin_crit_ps": 1360,
        "fin_worst_skew_ps": 3.40,
        "setup_viol": 0,
        "finalMaxSlewViolations": 0,
        "period_used_pct": 97.3,
        "tightest_slew_ps": 218,
        "max_slew_margin_pct": 85.3,
        "hold_slack_ps": 523,
    },
    "critical_path": {
        "cp_slowest_stage_delay_ps": 480,
        "rrSetupSlack_ps": 250,
        "crit_start": "crcSeqreg[0]",
        "path_cells": "clkdlybuf4s50_1",
        "endpoint_kind": "primary output",
        "start_kind": "flop",
        "reg2regPathDepth": 5,
        "crit_family": "buffers and inverters",
        "crit_required_ps": 1120,
        "r2r-end": "dataLSBreg[5]",
        "cp_num_buf_inv": 1,
        "reg2reg_from": "calStatus",
        "setup.worst_path.class": "flop to primary output",
        "crit_fanout": 3,
        "worstPathArrival_ps": 1080,
        "cpMaxStageDelayCell": "clkdlybuf4s50_1",
    },
    "placed_design": {
        "dp_hpwl_um": 1790,
        "port_buffers": 21,
        "globalplace.congestion": 0.736,
    },
    "status": {
        "status": "completed",
    },
    "flow_run": {
        "tool_warnings": 27,
        "drv_cap": 0,
    },
    "global_route": {
        "track_usage_pct": 3.72,
        "grt_pass1_wl_um": 3480,
        "antenna_found_initial": 0,
        "grt_max_degree": 16,
        "grt_pass1_vias": 718,
        "grt-ovfl-total": 0,
    },
    "worst_hold_path": {
        "hold_end": "crccounter[3]",
        "min_path_type": "flop to flop",
        "hold_depth": 2,
        "hp-start": "crccounter[3]",
    },
}
registers in the layout (all words and copies together), names as in the netlist:
| register | flops |
|---|---|
| crccounter | 4 |
| calStatus | 1 |
| genPolyreg | 4 |
| crcSeqreg | 4 |
| dataLSBreg | 6 |
routing by layer:
| metal | GRT usage (%) | part of all wire [%] | vias up |
|---|---|---|---|
| li1 | - | - | 393 |
| met1 | 4.96 | 47 | 323 |
| met2 | 5.95 | 47 | 11 |
| met3 | 0.904 | 3.8 | 2 |
| met4 | 0.859 | 2.0 | 0 |
| met5 | 0 | 0 | - |
report_power, final:
part	switching, mW	internal (mW)	leakage (nW)
Combinational	0.0829	0.127	0.315
Sequential	0.0254	0.576	0.158
Clock	0.179	0.197	0.0255
worst max path at each step:
stage	to	slack [ps]	cells past startpoint
after CTS	crcSeq[3]	6	1
after global routing	crcSeq[0]	0.5	1
final	crcSeq[0]	40	1
what timing repair did:
item,CTS,global route
setup endpoints to repair,4,3
buffers inserted,1,2
hold buffers,0,0
resized,6,2
stage by stage:
step                power (mW)  setup TNS, ps  setup WS, ps  instance area [um^2]  instances
floorplan                0.712              0           443                   867         96
global placement         0.817              0          3.91                  1220        221
detailed placement       0.819          -84.8         -18.7                  1220        221
CTS                       1.20              0          6.06                  1280        226
global route              1.25              0         0.452                  1300        228
finish                    1.19              0          37.7                  1300        228
tightest hold or removal path: cells and delay by family, from the launching register on:
| family | cells | cell delay (ps) |
|---|---|---|
| DFF | 1 | 350 |
| xor gates and xnor gates | 1 | 70 |
| and+or+nand+nor | 1 | 70 |
synthesized netlist by cell type, drive strengths merged:
| library cell | instances |
|---|---|
| dfxtp | 19 |
| nor2 | 12 |
| mux2i | 9 |
| o21ai | 9 |
| nand2 | 7 |
| and2 | 5 |
| nor2b | 5 |
| a21oi | 4 |
| buf | 4 |
| a32o | 3 |
| and3 | 3 |
| ha | 2 |
| inv | 2 |
| nand4 | 2 |
| o31ai | 2 |
| xor2 | 2 |
| a211oi | 1 |
| a22oi | 1 |
| clkbuf | 1 |
| nand2b | 1 |
| nand3 | 1 |
| xnor2 | 1 |
kinds of logic after synthesis:
group	after synthesis	share of synthesized area, %
buf+inv	7	4.62
fa+ha+maj	2	2.89
xor+xnor	3	3.03
compound gates	20	14.9
simple gates	36	20.3
flops	19	43.9
mux	9	10.4
layout make-up:
cell class / instances / area [um^2] / area share (%)
well taps: 102 / 128 / 9.82
flip-flops and latches: 19 / 389 / 29.9
repair buffers: 31 / 283 / 21.8
clock buffers: 3 / 41.3 / 3.18
inverters: 2 / 7.51 / 0.577
clock inverters: 1 / 5.00 / 0.385
multi-input cells: 70 / 447 / 34.4
No activity file was given, so power comes from the tool's default toggle rates.
